<file path="/design/flow/run.sh">
#!/bin/bash
# OpenROAD 26Q1-2900-gdf79404cd8, Yosys 0.63+post, stock flow scripts
make -C /OpenROAD-flow-scripts/flow DESIGN_CONFIG=/design/flow/config.mk WORK_HOME=/design/flow/orfs finish
</file>
<file path="/design/flow/config.mk">
export PLATFORM = sky130hd
export DESIGN_NAME = real_time_clock
export DESIGN_NICKNAME = real_time_clock
export VERILOG_FILES = /design/flow/design.v
export SDC_FILE = /design/flow/constraint.sdc
export NUM_CORES = 4
export LEC_CHECK = 1
export CORE_UTILIZATION = 50
</file>
<file path="/design/flow/constraint.sdc">
current_design real_time_clock

set clk_period 3.4
set clk_io_pct 0.2

create_clock -name clk0 -period $clk_period [get_ports {CLOCK_50}]

set non_clock_inputs [all_inputs -no_clocks]
set_input_delay [expr $clk_period * $clk_io_pct] -clock clk0 $non_clock_inputs
set_output_delay [expr $clk_period * $clk_io_pct] -clock clk0 [all_outputs]
</file>
<file path="/design/flow/design.v">
module real_time_clock(
    input        CLOCK_50,         
    input        KEY0,             
    output reg [6:0] HEX0,         
    output reg [6:0] HEX1,         
    output reg [6:0] HEX2,         
    output reg [6:0] HEX3,         
    output reg [6:0] HEX4,         
    output reg [6:0] HEX5          
);
    wire rst = ~KEY0;
    reg [25:0] counter = 0;
    reg clk_1hz = 0;
    always @(posedge CLOCK_50) begin
        if (rst) begin
            counter <= 0;
            clk_1hz <= 0;
        end
        else begin
            if (counter == 25_000_000 - 1) begin
                counter <= 0;
                clk_1hz <= ~clk_1hz;
            end
            else
                counter <= counter + 1;
        end
    end
    reg [5:0] sec = 0;
    reg [5:0] min = 0;
    reg [4:0] hour = 0;
    always @(posedge clk_1hz or posedge rst) begin
        if (rst) begin
            sec  <= 0;
            min  <= 0;
            hour <= 0;
        end
        else begin
            if (sec == 59) begin
                sec <= 0;
                if (min == 59) begin
                    min <= 0;
                    if (hour == 23)
                        hour <= 0;
                    else
                        hour <= hour + 1;
                end
                else
                    min <= min + 1;
            end
            else
                sec <= sec + 1;
        end
    end
    wire [3:0] sec_ones  = sec % 10;
    wire [3:0] sec_tens  = sec / 10;
    wire [3:0] min_ones  = min % 10;
    wire [3:0] min_tens  = min / 10;
    wire [3:0] hr_ones   = hour % 10;
    wire [3:0] hr_tens   = hour / 10;
    function [6:0] seven_seg;
        input [3:0] digit;
        begin
            case(digit)
                4'd0: seven_seg = 7'b1000000;
                4'd1: seven_seg = 7'b1111001;
                4'd2: seven_seg = 7'b0100100;
                4'd3: seven_seg = 7'b0110000;
                4'd4: seven_seg = 7'b0011001;
                4'd5: seven_seg = 7'b0010010;
                4'd6: seven_seg = 7'b0000010;
                4'd7: seven_seg = 7'b1111000;
                4'd8: seven_seg = 7'b0000000;
                4'd9: seven_seg = 7'b0010000;
                default: seven_seg = 7'b1111111;
            endcase
        end
    endfunction
    always @(*) begin
        HEX0 = seven_seg(sec_ones);
        HEX1 = seven_seg(sec_tens);
        HEX2 = seven_seg(min_ones);
        HEX3 = seven_seg(min_tens);
        HEX4 = seven_seg(hr_ones);
        HEX5 = seven_seg(hr_tens);
    end
endmodule
</file>
==> flow_summary.toml <==
# physical design summary
[worst_hold_path]
hold_path_end = "counter[0]"
hold_path_class = "flip-flop to flip-flop"
hp-start = "counter[0]"
holdPathStages = 1

[grt]
grt_max_degree = 25
grt_antenna_before_repair = 0
grt_pass1_vias = 3191
grt_pass1_wl_mm = 14.0
track_usage_pct = 18.8
grt_overflow = 0

[placement]
place_congestion = 0.849
post-dp-hpwl_mm = 6.00
port_buffers = 42
post-place-ws_ns = 1.05
dpl_cell_area_sq_um = 4770

[die]
fp-utilization_pct = 52.3
die_x_um = 95.4
rows = 33
die_h_um = 95.4
chip_area_sq_um = 9100
core_area_sq_um = 8340
num_io_pins = 44

[cells_and_area]
drive_above_1_share_pct = 6.63
utilization_pct = 57.8
finalInstanceArea_sq_um = 4820
synthToLayoutAreaGrowth_pct = 10.6

[routing]
wl_mm = 8.04
post-route-drc-count = 0
via_per_inst = 5.44
vias = 3688
diodes = 0
ant_nets = 0
wl_per_cell_um = 11.9
dr.first_iter.drc_count = 96
first_pass_iters = 4

[clock_network]
post_cts_resize_count = 0
clk_latency_ns = 0.27
cts_setup_buffers = 0
cts_tree = "done"
cts.reportedPaths.clkPinSlew_ns = 0.08
h-tree-depth = 1
cts.path.max_buffers = 2
cts_hold_buf = 0
root_buffer = "clkbuf_8"
numCtsBuffers = 3

[sta]
final.min_clock_period_ns = 2.15
slew-limit-headroom_pct = 40.3
final_max_slew_viol_count = 0
finClkSkew_ns = 0.00522
untimed_endpoints = 58
fmax_mhz = 464
finalCritPeriodShare_pct = 63.4
setup_viol = 0
tightest_slew_ns = 0.889
tns_ns = 0
hold_viol = 0
unclocked_pins = 17
rsz0062_at_grt = "no"
setup_ws_ns = 1.25

[critical_path]
r2r_setup_slack_ns = 1.25
startpoint_type = "flip-flop"
rr_worst_depth = 7
worstPathMaxFanout = 5
arrival_ns = 2.28
r2r-start = "counter[2]"
cp-end-kind = "flip-flop"
critPathRequiredTime_ns = 3.53
critPathKind = "flip-flop to flip-flop"
r2r-end = "counter[25]"

[pwr]
peakVddDrop_mv = 0.407
power_w = 0.000509
power_density_nw_per_um2 = 106
p_leak_nw = 1.94

[synthesis]
ys_cells = 548
edf_count = 0
ys_types = 76
yosys_warnings = 1
flop_cell = "dfxtp_1"
ys_ff = 44
ys_area_sq_um = 4360
async_flop_share_pct = 38.6
avgSynthCellArea_sq_um = 7.96
yosysSeqAreaShare_pct = 22.2
syn_area_sq_um = 4360
syn_inst = 548

[outcome]
status = "finished, final reports clean"

[run]
maxCapViolations = 0
warnings = 57
cell usage in the layout (no fill, tap or decap), types with 6 or more instances in the layout:
cell type	count
nor2_1	67
nand2_1	48
ha_1	46
clkdlybuf4s50_1	42
o21ai_0	38
inv_1	35
a21oi_1	29
dfxtp_1	27
xnor2_1	23
nand3_1	22
dfrtp_1	17
mux2i_1	13
nor3_1	12
xor2_1	12
nand4_1	11
and2_1	9
nand2b_1	6
and3_1	6
sequential cells by signal, summed over array words and instances (netlist names):
register / cells
counter: 26
hour: 5
clk_1hz: 1
min: 6
sec: 6
synth_stat cells, types with 3 or more instances:
library cell	n	area share (%)
nor2_1	67	5.8
nand2_1	48	4.1
ha_1	46	13
o21ai_0	38	4.4
inv_1	35	3.0
a21oi_1	29	3.3
dfxtp_1	27	12
xnor2_1	23	4.6
nand3_1	22	2.5
dfrtp_1	17	9.8
mux2i_1	13	3.0
nor3_1	12	1.4
xor2_1	12	2.4
nand4_1	11	1.6
and2_1	9	1.3
clkbuf_1	8	0.69
buf_4	7	1.2
and3_1	6	0.86
nand2b_1	6	0.86
nor2b_1	5	0.72
o211ai_1	5	0.86
o31ai_1	5	0.86
or2_2	5	0.72
a21o_1	4	0.69
buf_6	4	1.0
a221oi_1	3	0.60
a2bb2oi_1	3	0.60
a31oi_1	3	0.43
buf_2	3	0.34
nand3b_1	3	0.52
nor4_1	3	0.43
o21a_1	3	0.52
o31a_1	3	0.60
o32a_1	3	0.69
or2b_2	3	0.60
or3_1	3	0.43
worst max-delay path, cell delays in order, from the launching register on:
cell and delay [ns]:
dfxtp_1 0.39, and4_1 0.23, nand4_1 0.19, nor3_1 0.53, nand3_1 0.24, nor3_1 0.23
xnor2_1 0.15, nor2_1 0.05
cells by family (layout without fill, tap and decap cells):
kind of cell,Yosys count,count (layout),share of synthesized area (%)
adders and majority gates,47,47,13.4
xor gates and xnor gates,36,36,7.66
buffers and inverters,59,84,6.71
DFF,44,44,22.2
and+or+nand+nor,217,217,25.0
AOI/OAI and AO/OA,128,128,20.9
muxes,16,16,4.02
other,1,1,0.0860
worst max path at each step:
stage / start / endpoint / slack, ns / cells past startpoint
4_1_cts: counter[2] / counter[25] / 1.25 / 7
5_1_grt: counter[2] / counter[25] / 0.97 / 7
6_report: counter[2] / counter[25] / 1.25 / 7
routing by layer:
layer / part of all wire, % / wire [um] / GRT usage, %
met1: 55 / 4410 / 30.4
met2: 43 / 3490 / 29.9
met3: 1.6 / 132 / 1.14
met4: 0.14 / 11 / 0.498
met5: 0 / 0 / 0
where the power goes:
group          leakage, nW  total (W)  internal, W  switching (W)
Clock               0.0255   0.000172    0.0000819      0.0000901
Sequential           0.445   0.000321     0.000319     0.00000251
Combinational         1.47  0.0000158   0.00000474      0.0000110
stage by stage:
stage,cells,hold slack [ns]
CTS,678,0.471
global placement,674,0.432
floorplan,548,0.426
detailed placement,674,0.448
global route,678,0.496
finish,678,0.468
area by class of cell:
type,instances,area (sq um)
Sequential cell,44,966
Clock inverter,1,5.00
Clock buffer,3,41.3
Inverter,36,140
Multi-Input combinational cell,445,3100
Tap cell,105,131
Timing Repair Buffer,44,435
Fill cell,774,3520
Power figures rest on the tool's default switching activity, not on a simulated workload.
